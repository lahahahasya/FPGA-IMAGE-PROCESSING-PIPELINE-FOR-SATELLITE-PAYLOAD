**run.sh**
```bash
#!/bin/bash
# OpenROAD 26Q1-2900-gdf79404cd8, Yosys 0.63+post, stock flow scripts
make -C /OpenROAD-flow-scripts/flow DESIGN_CONFIG=/design/flow/config.mk WORK_HOME=/design/flow/orfs finish
```
**config.mk**
```make
export PLATFORM = sky130hd
export DESIGN_NAME = gaussian5x5
export DESIGN_NICKNAME = gaussian5x5
export VERILOG_FILES = /design/flow/design.v
export SDC_FILE = /design/flow/constraint.sdc
export NUM_CORES = 4
export LEC_CHECK = 1
export CORE_UTILIZATION = 40
```
**constraint.sdc**
```tcl
current_design gaussian5x5

set clk_period 13.4
set clk_io_pct 0.2

create_clock -name clk0 -period $clk_period

set non_clock_inputs [all_inputs -no_clocks]
set_input_delay [expr $clk_period * $clk_io_pct] -clock clk0 $non_clock_inputs
set_output_delay [expr $clk_period * $clk_io_pct] -clock clk0 [all_outputs]
```
**design.v**
```verilog
module gaussian5x5(
    input [7:0] w0,w1,w2,w3,w4,
    input [7:0] w5,w6,w7,w8,w9,
    input [7:0] w10,w11,w12,w13,w14,
    input [7:0] w15,w16,w17,w18,w19,
    input [7:0] w20,w21,w22,w23,w24,
    output reg [7:0] out
);
integer sum;
always @(*) begin
    sum =
        w0*1+w1*4+w2*6+w3*4+w4*1+
        w5*4+w6*16+w7*24+w8*16+w9*4+
        w10*6+w11*24+w12*36+w13*24+w14*6+
        w15*4+w16*16+w17*24+w18*16+w19*4+
        w20*1+w21*4+w22*6+w23*4+w24*1;
    out = sum >> 8;
end
endmodule
```
==> README.md <==
| Quantity | Value | Unit |
|:---|:---|:---|
| Chip footprint | 19800 | um2 |
| Count of mapped cells out of synthesis | 727 | - |
| Number of remaining DRC errors | 0 | - |
| Register Area | 0 | um2 |
| Fraction of the cycle the final worst path needs | 96.0 | % |
| Number of OpenROAD warnings | 42 | - |
| CP Buf/Inv Count | 3 | - |
| Share of post-route cells with drive strength above 1 | 1.82 | % |
| Parity-gate share of the synthesized area counting xor and xnor cells | 6.39 | % |
| Max stage delay on crit path | 0.54 | ns |
| Aggregate routed wire length | 16.1 | mm |
| Critical Path Source Type | input pin | - |
| Average detailed-routed wire length per instance | 13.7 | um |
| Arrival time worst endpoint | 10.18 | ns |
| Cell area after synthesis | 7680 | um2 |
| Final number of max-transition violations | 0 | - |
| Total iterations of the first detailed-routing run | 4 | - |
| Critical path capture point type | output pin | - |
| Hold Startpoint | w24[2] | - |
| Chip Area, Yosys | 7680 | um2 |
| First-pass GRT wire length | 27.5 | mm |
| Worst Hold Class | in2out | - |
| Category of the most critical setup path | in2out | - |
| Post-DR vias/cell | 4.60 | - |
| Die x size | 141 | um |
| Routed vias | 5373 | - |
| Gp weighted congestion | 0.852 | - |
| WHS Endpoint | out[3] | - |
| Run status | finished, final reports clean | - |
| FP Util | 40.9 | % |
| Worst hold margin | 6.94 | ns |
| Number of top-level pins | 208 | - |
| Compound-Gate Fraction of Synth Area | 10.8 | % |
| Post-cts gate resize count | 0 | - |
| Initial antenna violation count | 0 | - |
| Post-detailed-placement half-perimeter wirelength | 15.8 | mm |
| Vias in the first global route | 5869 | - |
| Final period demand of the worst path | 12.86 | ns |
| Cell type of the slowest stage on the worst timing path | sky130_fd_sc_hd__fa_1 | - |
| Distinct lib cells | 40 | - |
| CP Cell Sequence | clkdlybuf4s50_1 > ha_1 > inv_1 > fa_1 > nor2b_1 > o21a_1 > o21ai_0 > nor4b_1 > a311oi_1 > fa_1 > fa_1 > fa_1 > fa_1 > fa_1 > fa_1 > fa_1 > ha_1 > o211ai_1 > a21oi_1 > a221oi_2 > o21bai_1 > xor2_1 > clkdlybuf4s50_1 | - |
| Number of inserted diodes | 0 | - |
| Port Buffer Count | 208 | - |
| Worst slew margin relative to its limit | 66.8 | % |
| Most numerous cell on the critical path | sky130_fd_sc_hd__fa_1 | - |
| Largest family of logic cells by area | adder cells | - |
| Hold Fails Final Rpt | 0 | - |
| Core ar. | 18800 | um2 |
| Seq cells | 0 | - |
| Largest net degree at the start of global routing | 7 | - |
| Post-CTS setup-driven buffer insertion count | 0 | - |
| Antenna-violating nets left | 0 | - |
| Yosys simple share | 3.99 | % |
| Number of buffers inserted by hold repair at cts | 0 | - |
| Max Clk Rate | 0.0777 | GHz |
| Mean post-synth cell area | 10.6 | um2 |
| Post-Synth Adder-Cell Area | 69.4 | % |
| Die extent in y | 141 | um |
| Setup repair after global routing missed its margin | no | - |
| DR iter-0 viols | 105 | - |
| Number of max-cap violations | 0 | - |
| Setup_tns | 0 | ns |
| Proportion of synthesized chip area in sequential cells | 0 | % |
| Total gr overflow | 0 | - |
| Critical path data required time | 10.72 | ns |
| Fillers | 1728 | - |
| Instance count along the most critical hold path | 7 | - |
| Slew of the pin with the lowest slew margin | 0.495 | ns |
| Family with the most delay on the worst path | adder cells | - |
| Post-synth mux share | 0.147 | % |
| All-layer global routing usage | 18.7 | % |
| Yosys stat cell total | 727 | - |
| Total number of placement rows | 50 | - |
| Clock tree buffer count of the final layout | 0 | - |
| Yosys Warn Count | 1 | - |
| Worst Path Max Fanout | 4 | - |
| # setup viols final | 0 | - |
| Area Growth Syn to Fin | 30.9 | % |
[cells in the mapped netlist, drive strengths merged, types with 2 or more instances]
cell type,number,share of area [%]
fa,200,52
inv,189,9.2
ha,106,17
xnor2,38,4.3
nor2,28,1.4
a21oi,27,1.8
a21o,21,2.1
o21ai,18,1.2
xor2,18,2.1
o21bai,13,1.3
a211oi,8,1.1
nand2,8,0.39
nor3,6,0.46
o41ai,6,1.3
nor2b,5,0.41
a31oi,4,0.33
o211ai,4,0.46
nand2b,3,0.24
nand3,3,0.20
o21a,3,0.29
or3,3,0.24
a311oi,2,0.23
nand4,2,0.16
nor4b,2,0.23
[final cells by class]
| type | instances | area, um2 | share of cell area, % |
|---|---|---|---|
| Inverter | 189 | 709 | 7.06 |
| Multi-Input combinational cell | 538 | 6970 | 69.3 |
| Tap cell | 234 | 293 | 2.91 |
| Timing Repair Buffer | 208 | 2080 | 20.7 |
[kinds of logic after synthesis]
family                   after synthesis
multiplexers                           1
buffers and inverters                189
AND/OR/NAND/NOR                       63
adder cells (fa/ha/maj)              306
AND-OR/OR-AND                        112
XOR/XNOR                              56
[per-stage QoR]
stage	instance area (um2)	setup slack (ns)	std cells	utilization (%)
5_1_grt	10100	0.0398	1169	53.6
2_1_floorplan	7680	1.98	727	-
3_3_place_gp	10100	0.535	1169	53.6
6_report	10100	0.537	1169	53.6
4_1_cts	10100	0.479	1169	53.6
3_5_place_dp	10100	0.523	1169	53.6
[how the worst max path moves through the flow]
stage,startpoint,endpoint,slack [ns],cells past startpoint
finish,w22[1],out[6],0.54,23
CTS,w22[1],out[6],0.48,23
global route,w22[1],out[7],0.04,23
[routing by layer]
layer  share of wire, %  GRT usage (%)
met4               0.26          0.400
met3                6.8           3.48
met2                 49           31.2
met5                  0              0
met1                 44           28.5
[layout by cell type (no fill, tap or decap), types with 2 or more instances in the layout]
master and n:
sky130_fd_sc_hd__clkdlybuf4s50_1 208, sky130_fd_sc_hd__fa_1 200, sky130_fd_sc_hd__inv_1 189, sky130_fd_sc_hd__ha_1 106
sky130_fd_sc_hd__xnor2_1 38, sky130_fd_sc_hd__nor2_1 28, sky130_fd_sc_hd__a21oi_1 26, sky130_fd_sc_hd__a21o_1 21
sky130_fd_sc_hd__xor2_1 18, sky130_fd_sc_hd__o21ai_0 16, sky130_fd_sc_hd__o21bai_1 13, sky130_fd_sc_hd__nand2_1 8
sky130_fd_sc_hd__o41ai_2 6, sky130_fd_sc_hd__nor2b_1 5, sky130_fd_sc_hd__a211oi_2 5, sky130_fd_sc_hd__nor3_1 5
sky130_fd_sc_hd__a31oi_1 4, sky130_fd_sc_hd__o21a_1 3, sky130_fd_sc_hd__nand2b_1 3, sky130_fd_sc_hd__a211oi_1 3
sky130_fd_sc_hd__nand3_1 3, sky130_fd_sc_hd__o211ai_1 3, sky130_fd_sc_hd__or3_1 3, sky130_fd_sc_hd__nor4b_1 2
sky130_fd_sc_hd__a311oi_1 2, sky130_fd_sc_hd__nand4_1 2
